==> design/flow/design.v <==
module inOutAct (
    input  [127:0] dac_i,
    output [127:0] dpd_out,
    output [15:0] inAct0,
    output [15:0] inAct1,
    output [15:0] inAct2,
    output [15:0] inAct3,
    output [15:0] inAct4,
    output [15:0] inAct5,
    output [15:0] inAct6,
    output [15:0] inAct7,
    input [15:0] outAct0,
    input [15:0] outAct1,
    input [15:0] outAct2,
    input [15:0] outAct3,
    input [15:0] outAct4,
    input [15:0] outAct5,
    input [15:0] outAct6,
    input [15:0] outAct7,
    input vio_wdpd_i
);
  assign inAct0 = {dac_i[24+:8], dac_i[56+:8]};
  assign inAct1 = {dac_i[88+:8], dac_i[120+:8]};
  assign inAct2 = {dac_i[16+:8], dac_i[48+:8]};
  assign inAct3 = {dac_i[80+:8], dac_i[112+:8]};
  assign inAct4 = {dac_i[8+:8], dac_i[40+:8]};
  assign inAct5 = {dac_i[72+:8], dac_i[104+:8]};
  assign inAct6 = {dac_i[0+:8], dac_i[32+:8]};
  assign inAct7 = {dac_i[64+:8], dac_i[96+:8]};
  wire [31:0] lane0;
  wire [31:0] lane1;
  wire [31:0] lane2;
  wire [31:0] lane3;
  assign lane0   = {outAct1[15:8], outAct3[15:8], outAct5[15:8], outAct7[15:8]};
  assign lane1   = {outAct1[7:0], outAct3[7:0], outAct5[7:0], outAct7[7:0]};
  assign lane2   = {outAct0[15:8], outAct2[15:8], outAct4[15:8], outAct6[15:8]};
  assign lane3   = {outAct0[7:0], outAct2[7:0], outAct4[7:0], outAct6[7:0]};
  assign dpd_out = vio_wdpd_i ? {lane3, lane2, lane1, lane0} : dac_i;
endmodule
==> design/flow/run.sh <==
#!/bin/bash
# OpenROAD 26Q1-2900-gdf79404cd8, Yosys 0.63+post, stock flow scripts
make -C /OpenROAD-flow-scripts/flow DESIGN_CONFIG=/design/flow/config.mk WORK_HOME=/design/flow/orfs finish
==> design/flow/config.mk <==
export PLATFORM = sky130hd
export DESIGN_NAME = inOutAct
export DESIGN_NICKNAME = inOutAct
export VERILOG_FILES = /design/flow/design.v
export SDC_FILE = /design/flow/constraint.sdc
export NUM_CORES = 4
export LEC_CHECK = 1
export CORE_AREA = 10 10 203 203
export DIE_AREA = 0 0 213 213
==> design/flow/constraint.sdc <==
current_design inOutAct

set clk_period 1.0
set clk_io_pct 0.2

create_clock -name clk0 -period $clk_period

set non_clock_inputs [all_inputs -no_clocks]
set_input_delay [expr $clk_period * $clk_io_pct] -clock clk0 $non_clock_inputs
set_output_delay [expr $clk_period * $clk_io_pct] -clock clk0 [all_outputs]
==> impl_metrics.yaml <==
# generated from flow reports
outcome:
  status: "complete, but fails checks"
  violations: "setup timing"
pwr:
  p_per_area_nw_per_um2: 397
  leakagePower_nw: 4.47
  ir_worst_vdd_uv: 185
  finalPower_mw: 3.55
critical_path:
  crit_start: "vio_wdpd_i"
  path_class: "in -> out"
  start_kind: "input port"
  crit_arrival_ps: 1320
  setup.worst_path.end_class: "output pin"
  cp_top_family: "buffers and inverters"
  cpPeakStageDelay_ps: 300
  worst-path-buf-inv: 7
  critPathMostFrequentCell: "buf_6"
  slowest_stage: "mux2_4"
  worstPathRequired_ps: 800
  timing.critical_path.cells: "buf_16, buf_16, buf_12, buf_6, buf_6, buf_6, mux2_4, buf_6"
  cp_max_fo: 5
synth:
  yosys_warnings: 0
  yosysChipArea_sq_um: 2580
  synth_cell_types: 4
  synth_stat.cells: 270
  syn_area_sq_um: 2580
  avgSynthCellArea_sq_um: 9.56
  yosysSeqAreaShare: 0
  synth_cells: 270
final_timing:
  slew_headroom: 0.899
  rsz0062_at_grt: "true"
  final_hold_viol_count: 0
  slew_violations: 0
  max_freq_ghz: 0.657
  final-setup-viol-count: 129
  min_period_ps: 1520
  period_used_share: 1.52
  tns_ps: -46240
  fin_ws_ps: -522
  holdWs_ps: 591
  worstMarginPinSlew_ps: 152
worst_hold_path:
  hp-start: "dac_i[68]"
  holdPathEnd: "inAct7[12]"
  hp-class: "in -> out"
  min_path_cells: 2
floorplanning:
  die_h_um: 213
  dieWidth_um: 213
  dieArea_sq_um: 45400
  fp_util: 0.0703
  pin_count: 513
  rows: 70
  core_sq_um: 36700
finish:
  layout-drive-gt1-share: 0.634
  final_cell_count_no_fill: 1284
  nClkBuffers: 0
  seq_cells: 0
  design_area_sq_um: 8930
  ff_latch_area_sq_um: 0
  area_growth_pct: 246
  fin_util: 0.243
placement:
  port_buffers: 513
  dpl.hpwl_um: 18300
  dp.cells: 1176
  placed_area_sq_um: 7720
  post-place-ws_ps: -731
  gp_congestion: 0.873
routing:
  diodes: 0
  drt_wl_total_um: 23000
  drtAntennaViolNets: 0
  vias: 4053
  drc: 0
  vias_per_cell: 3.16
  wl_per_cell_um: 17.9
  dr.pass1.iters: 4
  drt-initial-drc-count: 87
global_routing:
  grt_max_degree: 19
  gr-total-overflow: 0
  groute.usage.overall: 0.0861
  grt_pass1_vias: 4359
  grt_pass1_wl_um: 29100
  grt_antenna_before_repair: 1
job:
  tool_warnings: 34
  maxCapViolCount: 0
clock_network:
  hold_buffers: 0
## cell usage after synthesis
library cell | number | area, sq um
mux2_2 | 128 | 1440
clkbuf_8 | 8 | 110
buf_6 | 6 | 67.6
buf_4 | 128 | 961
## final cells by class
type / instances / area [sq um]
fillers: 3879 / 27800
multi-input cells: 128 / 1780
well taps: 468 / 586
repair buffers: 688 / 6560
## cell usage in the layout, fill, tap and decap left out
cell	n
buf_12	10
buf_4	55
clkdlybuf4s50_1	134
dlygate4sd2_1	120
clkbuf_2	53
buf_6	134
buf_8	18
mux2_4	91
mux2_2	37
buf_2	70
clkdlybuf4s15_1	30
dlymetal6s2s_1	15
buf_16	5
clkbuf_16	3
clkdlybuf4s15_2	41
## power breakdown
group	switching, mW	internal (mW)	total (mW)
clock network	0	0	0
registers	0	0	0
logic	0.931	2.62	3.55
total	0.931	2.62	3.55
## routing by layer
| metal | GRT usage | wire length [um] |
|---|---|---|
| met1 | 0.0942 | 8540 |
| met3 | 0.0324 | 2570 |
| met2 | 0.160 | 11700 |
| met4 | 0.00591 | 193 |
| met5 | 0 | 13 |
## kinds of logic after synthesis
family,count (synthesis),synth area share
mux,128,0.559
buf+inv,142,0.441
## how the worst max path moves through the flow
stage | to | slack [ps] | cells after the start
after CTS | dpd_out[38] | -620 | 5
after global routing | dpd_out[29] | -540 | 8
final | dpd_out[29] | -520 | 8
## repair_timing
action	in CTS	in global routing
setup endpoints to repair	256	141
setup buffers	66	47
resized	863	245
gates cloned	4	4
hold endpoints to repair	0	0
Power figures rest on the tool's default switching activity, not on a simulated workload.
