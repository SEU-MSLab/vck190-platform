$ cat design/flow/config.mk
export PLATFORM = sky130hd
export DESIGN_NAME = loop_ctrl
export DESIGN_NICKNAME = loop_ctrl
export VERILOG_FILES = /design/flow/design.v
export SDC_FILE = /design/flow/constraint.sdc
export NUM_CORES = 4
export LEC_CHECK = 1
export CORE_AREA = 10 10 314 314
export DIE_AREA = 0 0 324 324
$ cat design/flow/constraint.sdc
current_design loop_ctrl

set clk_period 1.2
set clk_io_pct 0.2

create_clock -name clk0 -period $clk_period [get_ports {clk}]

set non_clock_inputs [all_inputs -no_clocks]
set_input_delay [expr $clk_period * $clk_io_pct] -clock clk0 $non_clock_inputs
set_output_delay [expr $clk_period * $clk_io_pct] -clock clk0 [all_outputs]
$ cat design/flow/design.v
module loop_ctrl #(
    parameter AD_DATA_WIDTH = 256
) (
    input               clk,
    input               rstn,
    input  [255:0]      ad_in,
    input  [127:0]      da_ddr_in,
    output [127:0]      da_out,
    output reg [15:0]   sample0_r_ila,
    output reg [15:0]   sample0_i_ila,
    input [1:0]         index,           
    input               ri_sel,          
    input               switch_loop      
);
  reg [15:0] sample0_r, sample1_r, sample2_r, sample3_r;
  reg [15:0] sample0_i, sample1_i, sample2_i, sample3_i;
  reg [15:0] sample0_r_reg, sample1_r_reg, sample2_r_reg, sample3_r_reg;
  reg [15:0] sample0_i_reg, sample1_i_reg, sample2_i_reg, sample3_i_reg;
  always @(*) begin
    if (switch_loop) begin
      sample0_r_ila = sample0_r_reg;
      sample0_i_ila = sample0_i_reg;
    end else begin
      sample0_r_ila = {da_ddr_in[0+:8], da_ddr_in[32+:8]};
      sample0_i_ila = {da_ddr_in[64+:8], da_ddr_in[96+:8]};
    end
  end
  always @(posedge clk or negedge rstn) begin
    if (!rstn) begin
      sample0_r <= 'd0;
      sample1_r <= 'd0;
      sample2_r <= 'd0;
      sample3_r <= 'd0;
      sample0_i <= 'd0;
      sample1_i <= 'd0;
      sample2_i <= 'd0;
      sample3_i <= 'd0;
    end else begin
      sample0_r <= ad_in[207:192];
      sample1_r <= ad_in[223:208];
      sample2_r <= ad_in[239:224];
      sample3_r <= ad_in[255:240];
      sample0_i <= ad_in[143:128];
      sample1_i <= ad_in[159:144];
      sample2_i <= ad_in[175:160];
      sample3_i <= ad_in[191:176];
    end
  end
  always @(posedge clk or negedge rstn)
    if (!rstn) begin
      sample0_r_reg <= 'd0;
      sample1_r_reg <= 'd0;
      sample2_r_reg <= 'd0;
      sample3_r_reg <= 'd0;
      sample0_i_reg <= 'd0;
      sample1_i_reg <= 'd0;
      sample2_i_reg <= 'd0;
      sample3_i_reg <= 'd0;
    end else begin
      case (index)
        2'd0: begin
          sample0_r_reg <= sample0_r;
          sample1_r_reg <= sample1_r;
          sample2_r_reg <= sample2_r;
          sample3_r_reg <= sample3_r;
          sample0_i_reg <= sample0_i;
          sample1_i_reg <= sample1_i;
          sample2_i_reg <= sample2_i;
          sample3_i_reg <= sample3_i;
        end
        2'd1: begin
          sample0_r_reg <= {sample0_r[15], sample0_r[15:1]};
          sample1_r_reg <= {sample1_r[15], sample1_r[15:1]};
          sample2_r_reg <= {sample2_r[15], sample2_r[15:1]};
          sample3_r_reg <= {sample3_r[15], sample3_r[15:1]};
          sample0_i_reg <= {sample0_i[15], sample0_i[15:1]};
          sample1_i_reg <= {sample1_i[15], sample1_i[15:1]};
          sample2_i_reg <= {sample1_i[15], sample2_i[15:1]};
          sample3_i_reg <= {sample3_i[15], sample3_i[15:1]};
        end
        2'd2: begin
          sample0_r_reg <= {{2{sample0_r[15]}}, sample0_r[15:2]};
          sample1_r_reg <= {{2{sample1_r[15]}}, sample1_r[15:2]};
          sample2_r_reg <= {{2{sample2_r[15]}}, sample2_r[15:2]};
          sample3_r_reg <= {{2{sample3_r[15]}}, sample3_r[15:2]};
          sample0_i_reg <= {{2{sample0_i[15]}}, sample0_i[15:2]};
          sample1_i_reg <= {{2{sample1_i[15]}}, sample1_i[15:2]};
          sample2_i_reg <= {{2{sample2_i[15]}}, sample2_i[15:2]};
          sample3_i_reg <= {{2{sample3_i[15]}}, sample3_i[15:2]};
        end
        2'd3: begin
          sample0_r_reg <= {{3{sample0_r[15]}}, sample0_r[15:3]};
          sample1_r_reg <= {{3{sample1_r[15]}}, sample1_r[15:3]};
          sample2_r_reg <= {{3{sample2_r[15]}}, sample2_r[15:3]};
          sample3_r_reg <= {{3{sample3_r[15]}}, sample3_r[15:3]};
          sample0_i_reg <= {{3{sample0_i[15]}}, sample0_i[15:3]};
          sample1_i_reg <= {{3{sample1_i[15]}}, sample1_i[15:3]};
          sample2_i_reg <= {{3{sample2_i[15]}}, sample2_i[15:3]};
          sample3_i_reg <= {{3{sample3_i[15]}}, sample3_i[15:3]};
        end
        default: begin
          sample0_r_reg <= 'd0;
          sample1_r_reg <= 'd0;
          sample2_r_reg <= 'd0;
          sample3_r_reg <= 'd0;
          sample0_i_reg <= 'd0;
          sample1_i_reg <= 'd0;
          sample2_i_reg <= 'd0;
          sample3_i_reg <= 'd0;
        end
      endcase
    end
  wire [31:0] lane0_i;
  wire [31:0] lane1_i;
  wire [31:0] lane2_i;
  wire [31:0] lane3_i;
  assign lane0_i = {
    sample3_r_reg[15:8], sample2_r_reg[15:8], sample1_r_reg[15:8], sample0_r_reg[15:8]
  };
  assign lane1_i = {sample3_r_reg[7:0], sample2_r_reg[7:0], sample1_r_reg[7:0], sample0_r_reg[7:0]};
  assign lane2_i = {
    sample3_i_reg[15:8], sample2_i_reg[15:8], sample1_i_reg[15:8], sample0_i_reg[15:8]
  };
  assign lane3_i = {sample3_i_reg[7:0], sample2_i_reg[7:0], sample1_i_reg[7:0], sample0_i_reg[7:0]};
  reg [127:0] da_data_loop;
  always @(posedge clk or negedge rstn)
    if (!rstn) da_data_loop <= 'd0;
    else if (ri_sel)
      da_data_loop <= {
        lane3_i, lane2_i, lane1_i, lane0_i
      };
    else da_data_loop <= {lane1_i, lane0_i, lane3_i, lane2_i};
  assign da_out = switch_loop ? da_data_loop : da_ddr_in;
endmodule
$ cat design/flow/run.sh
#!/bin/bash
# OpenROAD 26Q1-2900-gdf79404cd8, Yosys 0.63+post, stock flow scripts
make -C /OpenROAD-flow-scripts/flow DESIGN_CONFIG=/design/flow/config.mk WORK_HOME=/design/flow/orfs finish
==> metrics.log <==
[report] extracting results
[metrics] ranking of synthesized cells by area: sky130_fd_sc_hd__dfrtp_1 (61%), sky130_fd_sc_hd__mux2_2 (18%), sky130_fd_sc_hd__mux4_2 (15%)
[metrics] Worst path top cell family by delay: flip-flops
[metrics] fill cell instance count of the final layout: 9,343
[metrics] Worst setup SP type: flip-flop
[metrics] H-tree levels: 2
[metrics] Comb gate area: a little over 6000 sq um
[metrics] post-synthesis chip area from yosys: about 16,000 sq um
[metrics] Post-synth ARST share: 1.00
[metrics] Max Clock Skew: between 20 and 25 ps
[metrics] Placeable Area: 91,700 sq um
[metrics] worst setup path endpoint: da_out[40]
[metrics] worst endpoint data arrival time: between 1000 and 1500 ps
[metrics] worst hold margin: ~110 ps
[metrics] final weighted congestion in routability-driven placement: about 0.9
[metrics] sum of routed wire length over all layers: slightly above 50 mm
[metrics] synth warn: 1
[metrics] endpoint of the worst-slack reg-to-reg timing path: sample2_r_reg[5]
[metrics] most frequently used flop master after synthesis: sky130_fd_sc_hd__dfrtp_1
[metrics] logic depth of the worst register-to-register path: 1
[metrics] Final Slew Violations: 0
[metrics] Reg with most FFs: da_data_loop
[metrics] global-route wire length before repair: 74.0 mm
[metrics] vias in the first global route: 11,300
[metrics] AO/OA Area Share: 0
[metrics] maximum number of pins on one net before global-route repair: roughly 76
[metrics] library cells used by synthesis: 10
[metrics] TritonCTS clock tree: yes
[metrics] crit-path max FO: 1
[metrics] setup_tns: -46,430 ps
[metrics] Max-Cap Viols: 0
[metrics] DRC Markers: 0
[metrics] classification of the worst setup path: flip-flop to primary output
[metrics] CP max-delay cell: sky130_fd_sc_hd__dfrtp_2
[metrics] sequential element share of the synthesized area: 0.608
[metrics] cell count after synthesis: between 900 and 1,000
[metrics] Synth-to-Final Area Change: 49.2%
[metrics] number of rows created at floorplan: about 110
[metrics] dominant combinational cell family by area after synthesis: multiplexers
[metrics] number of clock buffers inserted by TritonCTS: ~44
[metrics] Worst Setup SP: da_data_loop[40]
[metrics] min-delay worst type: input port to flip-flop
[metrics] leakage power figure: 10.1 nW
[metrics] time the final worst path needs with I/O delays and setup: around 1600 ps
[metrics] count of vias placed by the detailed router: between 9,000 and 10,000
[metrics] I/O pin count: roughly 550
[metrics] tally of buffers added on design ports: around 420
[metrics] internal reg-to-reg setup slack: roughly 30 ps
[metrics] remaining antenna violation count: 0
[metrics] buffer cell driving the clock tree root: sky130_fd_sc_hd__clkbuf_16
[metrics] first-pass iteration count of the detailed router: 4
[metrics] die boundary width: ~320 microns
[metrics] chip area: roughly 100,000 sq um
[metrics] maximum clock insertion buffer count: 3
[metrics] clock sinks: between 300 and 400
[metrics] Period Utilization, post-route: 1.37
[metrics] Worst Path Required: 960 ps
[metrics] worst stage delay on the critical path: around 460 ps
[metrics] effective utilization at floorplan: 0.172
[metrics] number of flip-flops in the largest register: 128
[metrics] Levels on crit path: 2
[metrics] commonest cells in the netlist: sky130_fd_sc_hd__dfrtp_1 (384), sky130_fd_sc_hd__mux2_2 (249), sky130_fd_sc_hd__nand2_1 (128)
[metrics] f_max: 0.607 GHz
[metrics] Max rail drop VDD: ~0.00067 V
[metrics] number of antenna violations at the first check in global routing: 15
[metrics] power density over the cells: approximately 1400 nW/um^2
[metrics] Worst-path clk slew: 60 ps
[metrics] Synth mux share: 0.326
[metrics] simple-gate area share of the yosys netlist: 0.0438
[metrics] Yosys Instances: 960
[metrics] least setup slack across all paths after layout: -447 ps
[metrics] critical path cell sequence: mux2_4 -> buf_6
[metrics] HPWL Detailed: a little under 40 mm
[metrics] post-synth top area cell: sky130_fd_sc_hd__dfrtp_1
[metrics] final hold viol count: 0
[metrics] headroom to the max-slew limit: 0.712
[metrics] share of cells above drive strength 1: 0.473
[metrics] slew of the pin with the lowest slew margin: around 430 ps
[metrics] Total Routing Usage GR: 0.0959
[metrics] mean number of vias per cell: roughly 3.7
[metrics] utilization after layout: 0.257
[metrics] total congestion overflow: 0
[metrics] Synth Area in Adders: 0
[metrics] final tally of setup violations: 160
[metrics] flop and latch count out of synthesis: around 380
[metrics] count of warning messages emitted by the tools: ~160
[metrics] DRT iter0 DRCs: ~360
[metrics] area share of the largest cell type after synthesis: 0.608
[metrics] number of flops mapped to enable cells by yosys: 0
[metrics] average cell area after synthesis: around 16 sq um
[metrics] Post-Synth XOR/XNOR Area: 0
[metrics] failing checks: setup timing
[metrics] unrepaired setup endpoints after global routing: yes
[metrics] Tot Pwr: approximately 33 mW
[metrics] startpoint of the lowest-slack register-to-register path: sample2_r[8]
[metrics] die span in y: roughly 320 microns
[metrics] result of the run: finished with violations
[metrics] buffer-and-inverter tally for the worst setup path: 1
[metrics] post-synthesis instance area: about 16,000 sq um
[metrics] Worst Setup End Kind: primary output
[metrics] total area of sequential cells: around 9600 sq um
[metrics] leading cell type by number of instances after synthesis: sky130_fd_sc_hd__dfrtp_1
[metrics] DR WL/cell: roughly 19 microns
[metrics] Worst-Skew Late Latency: about 570 ps
per-stage QoR:
stage / cells / cell area (sq um) / setup slack [ps]
after detailed placement: 2591 / 22200 / -571
final: 2694 / 23600 / -447
after global placement: 2591 / 22200 / -570
after floorplan: 960 / 15800 / -67.3
after CTS: 2678 / 23200 / -509
after global routing: 2691 / 23600 / -513
cell families after synthesis:
family	after synthesis
DFF	384
muxes	353
and+or+nand+nor	162
buffers and inverters	61
how the worst min path moves through the flow:
stage | from | end | cells after the start
final | ad_in[208] | sample1_r[0] | 1
after CTS | ad_in[208] | sample1_r[0] | 1
after global routing | ad_in[197] | sample0_r[5] | 1
power breakdown:
part	total (mW)	internal, mW	leakage, nW	switching [mW]
sequential	14.9	14.1	4.47	0.790
combinational	4.92	3.31	4.90	1.61
clock	13.4	7.94	0.729	5.45
total	33.2	25.4	10.1	7.85
metal layers:
layer,vias to the layer above,part of all wire,wire length (microns),global-route usage
li1,4486,-,-,-
met1,4941,0.42,20900,0.126
met2,369,0.47,23600,0.152
met3,65,0.099,5000,0.0407
met4,10,0.015,759,0.0128
met5,-,0.0013,65,0
timing repair:
item | in CTS | in global routing
gates resized | 572 | 52
endpoints found under the setup margin | 160 | 161
pin swaps | 67 | 5
buffers inserted | 7 | 12
hold endpoints to repair | 384 | 0
hold buffers | 1 | 0
cells in the final DEF, fill, tap and decap left out, drive strengths merged:
cell type / synthesis / routed
clkinvlp: 0 / 2
clkdlybuf4s50: 0 / 256
nand2: 128 / 128
dlygate4sd3: 0 / 1
buf: 55 / 268
nand2b: 33 / 33
mux4: 104 / 104
clkinv: 0 / 9
clkbuf: 6 / 59
mux2: 249 / 249
bufinv: 0 / 2
nor2: 1 / 1
dfrtp: 384 / 384
diode: 0 / 4
inv: 0 / 8
cell type report:
cell class                      instances  share of cell area
Antenna cell                            4            0.000424
Clock buffer                           58              0.0536
Clock inverter                         21             0.00886
Multi-Input combinational cell        515               0.262
Sequential cell                       384               0.408
Tap cell                             1186              0.0629
Timing Repair Buffer                  526               0.205
Power and IR drop assume default switching activity.
